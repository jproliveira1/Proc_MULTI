==> ./design.v <==
parameter
   ZERO     = 32'd0,	 
	OPAND		= 5'd0,
	OPOR		= 5'd1,
	OPXOR		= 5'd2,
	OPADD		= 5'd3,
	OPSUB		= 5'd4,
	OPSLT		= 5'd5,
	OPSLTU	= 5'd6,
	OPSLL		= 5'd7,
	OPSRL		= 5'd8,
	OPSRA		= 5'd9,
	OPLUI		= 5'd10,
	OPMUL		= 5'd11,
	OPMULH	= 5'd12,
	OPMULHU	= 5'd13,
	OPMULHSU	= 5'd14,
	OPDIV		= 5'd15,
	OPDIVU	= 5'd16,
	OPREM		= 5'd17,
	OPREMU	= 5'd18,
	OPNULL	= 5'd31,  
	OPC_LOAD       	= 7'b0000011,
	OPC_OPIMM     		= 7'b0010011,
	OPC_STORE      	= 7'b0100011,
	OPC_RTYPE    		= 7'b0110011,
	OPC_BRANCH     	= 7'b1100011,
	OPC_JALR       	= 7'b1100111,
	OPC_JAL        	= 7'b1101111,
	OPC_LUI				= 7'b0110111,
	FUNCT7_ADD			 = 7'b0000000,
   FUNCT7_SUB         = 7'b0100000,
	FUNCT7_SLT			 = 7'b0000000,
	FUNCT7_OR			 = 7'b0000000,
	FUNCT7_AND			 = 7'b0000000,
	FUNCT3_LW			= 3'b010,
	FUNCT3_SW			= 3'b010,	
	FUNCT3_ADD			= 3'b000,
	FUNCT3_SUB			= 3'b000,
	FUNCT3_SLT			= 3'b010,
	FUNCT3_OR			= 3'b110,
	FUNCT3_AND			= 3'b111,	
	FUNCT3_BEQ			= 3'b000,
	FUNCT3_JALR			= 3'b000,
	FUNCT3_ADDI			= 3'b000,	
	TEXT_ADDRESS = 32'h0040_0000,
	DATA_ADDRESS = 32'h1001_0000,
	STACK_ADDRESS = 32'h1001_03FC,
	GP = DATA_ADDRESS,
	ST_FETCH = 4'b0000,		 
	ST_FETCH1 = 4'b0001,		 
	ST_DECODE = 4'b0010,		 
	ST_LWSW = 4'b0011,		 
	ST_LW = 4'b0100,			 
	ST_LW1 = 4'b0101,			 
	ST_LW2 = 4'b0110,			 
	ST_SW = 4'b0111,			 
	ST_SW1 = 4'b1000,			 
	ST_RTYPE = 4'b1001,		 
	ST_ULAREGWRITE = 4'b1010,	 
	ST_BRANCH = 4'b1011,		 
	ST_JAL = 4'b1100,			 
	ST_ADDI = 4'b1101,		 
	ST_JALR = 4'b1110,		 
	ST_LUI = 4'b1111;			 
module ALU (
	input 		 [4:0]  iControl,
	input signed [31:0] iA, 
	input signed [31:0] iB,
	output logic [31:0] oResult,
	output logic Zero
	);
	assign Zero = (oResult==32'b0);
always @(*)
begin
    case (iControl)
		OPAND:
			oResult  <= iA & iB;
		OPOR:
			oResult  <= iA | iB;
		OPADD:
			oResult  <= iA + iB;
		OPSUB:
			oResult  <= iA - iB;
		OPSLT:
			oResult  <= iA < iB;
		OPLUI:
			oResult  <= iB;
		default:
			oResult  <= ZERO;
    endcase
end
endmodule
==> ./run.sh <==
#!/bin/bash
# OpenROAD 26Q1-2900-gdf79404cd8, Yosys 0.63+post, stock flow scripts
make -C /OpenROAD-flow-scripts/flow DESIGN_CONFIG=/design/flow/config.mk WORK_HOME=/design/flow/orfs finish
==> ./config.mk <==
export PLATFORM = sky130hd
export DESIGN_NAME = ALU
export DESIGN_NICKNAME = ALU
export VERILOG_FILES = /design/flow/design.v
export SDC_FILE = /design/flow/constraint.sdc
export NUM_CORES = 4
export LEC_CHECK = 1
export CORE_UTILIZATION = 30
==> ./constraint.sdc <==
current_design ALU

set clk_period 15.0
set clk_io_pct 0.2

create_clock -name clk0 -period $clk_period

set non_clock_inputs [all_inputs -no_clocks]
set_input_delay [expr $clk_period * $clk_io_pct] -clock clk0 $non_clock_inputs
set_output_delay [expr $clk_period * $clk_io_pct] -clock clk0 [all_outputs]
==> results.sh <==
# source this file to load flow results
export IMPL_nFillCells=2163
export IMPL_synth_area_leader_cell="ha_1"
export IMPL_place_hpwl_mm=19.8
export IMPL_logic_area_sq_um=5480
export IMPL_ys_seq_share_pct=0
export IMPL_top_cell_area_share_pct=20.8
export IMPL_yosysWarnings=1
export IMPL_top_cells_by_count="101 x ha_1, 100 x inv_1, 86 x nor2_1"
export IMPL_ctsHoldBuffers=0
export IMPL_slew_violations=0
export IMPL_clkbuf_count=0
export IMPL_syn2layout_area_growth_pct=20.2
export IMPL_die_x_um=144
export IMPL_ys_area_sq_um=6070
export IMPL_power_uw=255
export IMPL_ant_nets=0
export IMPL_slowest_stage="nor4_1"
export IMPL_die_h_um=144
export IMPL_max_freq_mhz=91.3
export IMPL_dr_pass1_iters=5
export IMPL_vias=7424
export IMPL_topCellsByArea="ha_1 21%, inv_1 6.2%, a21oi_1 5.9%"
export IMPL_worstPathRequired_ns=12.00
export IMPL_cp_arrival_ns=7.95
export IMPL_rsz0062_at_grt="no"
export IMPL_cts_resized=0
export IMPL_cts_setup_buffers=0
export IMPL_gr_total_overflow=0
export IMPL_setup_tns_ns=0
export IMPL_wirelength_mm=24.9
export IMPL_drive_above_1_share_pct=4.09
export IMPL_tightest_slew_ns=0.798
export IMPL_grt_pass1_wl_mm=38.2
export IMPL_ff_latch_area_sq_um=0
export IMPL_antenna_cells=0
export IMPL_final_period_utilization_pct=73.0
export IMPL_fp_util_pct=30.9
export IMPL_grt_max_degree=42
export IMPL_fp_row_count=51
export IMPL_setup_violations=0
export IMPL_cp_max_fo=12
export IMPL_syn_area_per_cell_sq_um=6.60
export IMPL_antenna_found_initial=0
export IMPL_synthMostInstantiatedCell="ha_1"
export IMPL_whs_ns=7.14
export IMPL_min_path_type="in2out"
export IMPL_synth_area_sq_um=6070
export IMPL_synth_cells=919
export IMPL_hold_viol=0
export IMPL_post_route_util_pct=37.1
export IMPL_relSlewSlack_pct=46.2
export IMPL_worstSetupEndpointType="primary output"
export IMPL_ys_types=84
export IMPL_crit_chain="clkdlybuf4s50_1 -> inv_1 -> ha_1 -> or3b_1 -> and3_4 -> a2111oi_4 -> o21ai_2 -> a211o_1 -> a2111oi_0 -> nand4bb_1 -> nor4_1 -> o211ai_1 -> nor4b_2 -> clkdlybuf4s50_1"
export IMPL_ff_count=0
export IMPL_grt_total_usage_pct=23.9
export IMPL_routabilityCongestion=1.00
export IMPL_peakVddDrop_mv=0.0156
export IMPL_yosys_cells=919
export IMPL_cpMostUsedCell="clkdlybuf4s50_1"
export IMPL_power_leakage_uw=0.00312
export IMPL_critPathBufInv=3
export IMPL_wl_per_cell_um=20.0
export IMPL_cp_start_kind="input pin"
export IMPL_dieArea_sq_um=20800
export IMPL_status="finished clean"
export IMPL_drc_errors=0
export IMPL_portBuffers=102
export IMPL_drv_cap=0
export IMPL_crit_type="in2out"
export IMPL_powerDensity_nw_per_um2=35.0
export IMPL_cpPeakStageDelay_ns=0.63
export IMPL_grt_pass1_vias=6748
export IMPL_core_area_sq_um=19700
export IMPL_crit_family="simple AND/OR/NAND/NOR gates"
export IMPL_vias_per_cell=5.97
export IMPL_tool_warnings=101
export IMPL_min_period_ns=10.95
export IMPL_drt_first_iter_violations=640
export IMPL_num_io_pins=102
cell type report:
cell class	count	share of cell area (%)
tap	265	4.55
multi-input combinational	765	75.2
inverter	100	5.15
timing repair buffer	113	15.1
worst min-delay path: cells and delay by family:
family	cells	cell delay, ns
AND/OR/NAND/NOR	1	0.07
buffers and inverters	2	0.96
AND-OR/OR-AND	1	0.11
worst paths after layout:
path | startpoint | cells past startpoint | slack, ns | end
hold / removal | iB[5] | 4 | 7.14 | oResult[5]
setup / recovery | iB[5] | 14 | 4.05 | Zero
stage by stage:
step / std cells / worst slack, ns / cell area [sq um]
after floorplan: 919 / 6.02 / 6070
after global placement: 1243 / 4.21 / 7290
after detailed placement: 1243 / 4.17 / 7290
after CTS: 1243 / 4.16 / 7290
after global routing: 1243 / 3.79 / 7290
final: 1243 / 4.05 / 7290
kinds of logic after synthesis:
logic type / Yosys count / share of synthesized area, %
AOI/OAI and AO/OA: 350 / 42.2
adders and majority gates: 103 / 21.5
buffers and inverters: 154 / 9.92
muxes: 3 / 0.516
and+or+nand+nor: 309 / 25.9
routing by layer:
metal | global-route usage [%] | up-vias | share of wire [%] | routed length [um]
met5 | 0 | - | 0 | 0
met4 | 3.66 | 0 | 1.7 | 431
met3 | 1.72 | 38 | 6.5 | 1630
met2 | 38.4 | 330 | 45 | 11100
met1 | 35.5 | 3473 | 47 | 11700
li1 | - | 3583 | - | -
layout by cell type, fill, tap and decap left out, drive strengths merged, types with 5 or more instances in the layout:
| master | count |
|---|---|
| a2111o | 5 |
| a2111oi | 7 |
| a211o | 11 |
| a211oi | 17 |
| a21o | 15 |
| a21oi | 74 |
| a221o | 9 |
| a221oi | 24 |
| a22oi | 8 |
| a31oi | 11 |
| and2 | 14 |
| and3 | 7 |
| buf | 11 |
| clkdlybuf4s50 | 102 |
| ha | 101 |
| inv | 100 |
| nand2 | 64 |
| nand2b | 15 |
| nand3 | 14 |
| nand4 | 11 |
| nor2 | 86 |
| nor2b | 17 |
| nor3 | 31 |
| nor4 | 15 |
| o2111ai | 9 |
| o211ai | 12 |
| o21a | 8 |
| o21ai | 53 |
| o21bai | 6 |
| o221ai | 8 |
| o2bb2ai | 5 |
| o311ai | 6 |
| o31a | 5 |
| o31ai | 15 |
| or2 | 7 |
| or4 | 6 |
report_power, final:
part / switching [uW] / internal (uW) / total [uW]
logic: 151 / 104 / 255
registers: 0 / 0 / 0
clock network: 0 / 0 / 0
total: 151 / 104 / 255
