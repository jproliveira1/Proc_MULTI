--- design/flow/config.mk ---
export PLATFORM = sky130hd
export DESIGN_NAME = ImmGen
export DESIGN_NICKNAME = ImmGen
export VERILOG_FILES = /design/flow/design.v
export SDC_FILE = /design/flow/constraint.sdc
export NUM_CORES = 4
export LEC_CHECK = 1
export CORE_AREA = 10 10 70 70
export DIE_AREA = 0 0 80 80
--- design/flow/constraint.sdc ---
current_design ImmGen

set clk_period 2.7
set clk_io_pct 0.2

create_clock -name clk0 -period $clk_period

set non_clock_inputs [all_inputs -no_clocks]
set_input_delay [expr $clk_period * $clk_io_pct] -clock clk0 $non_clock_inputs
set_output_delay [expr $clk_period * $clk_io_pct] -clock clk0 [all_outputs]
--- design/flow/design.v ---
parameter
   ZERO     = 32'd0,	 
	OPAND		= 5'd0,
	OPOR		= 5'd1,
	OPXOR		= 5'd2,
	OPADD		= 5'd3,
	OPSUB		= 5'd4,
	OPSLT		= 5'd5,
	OPSLTU	= 5'd6,
	OPSLL		= 5'd7,
	OPSRL		= 5'd8,
	OPSRA		= 5'd9,
	OPLUI		= 5'd10,
	OPMUL		= 5'd11,
	OPMULH	= 5'd12,
	OPMULHU	= 5'd13,
	OPMULHSU	= 5'd14,
	OPDIV		= 5'd15,
	OPDIVU	= 5'd16,
	OPREM		= 5'd17,
	OPREMU	= 5'd18,
	OPNULL	= 5'd31,  
	OPC_LOAD       	= 7'b0000011,
	OPC_OPIMM     		= 7'b0010011,
	OPC_STORE      	= 7'b0100011,
	OPC_RTYPE    		= 7'b0110011,
	OPC_BRANCH     	= 7'b1100011,
	OPC_JALR       	= 7'b1100111,
	OPC_JAL        	= 7'b1101111,
	OPC_LUI				= 7'b0110111,
	FUNCT7_ADD			 = 7'b0000000,
   FUNCT7_SUB         = 7'b0100000,
	FUNCT7_SLT			 = 7'b0000000,
	FUNCT7_OR			 = 7'b0000000,
	FUNCT7_AND			 = 7'b0000000,
	FUNCT3_LW			= 3'b010,
	FUNCT3_SW			= 3'b010,	
	FUNCT3_ADD			= 3'b000,
	FUNCT3_SUB			= 3'b000,
	FUNCT3_SLT			= 3'b010,
	FUNCT3_OR			= 3'b110,
	FUNCT3_AND			= 3'b111,	
	FUNCT3_BEQ			= 3'b000,
	FUNCT3_JALR			= 3'b000,
	FUNCT3_ADDI			= 3'b000,	
	TEXT_ADDRESS = 32'h0040_0000,
	DATA_ADDRESS = 32'h1001_0000,
	STACK_ADDRESS = 32'h1001_03FC,
	GP = DATA_ADDRESS,
	ST_FETCH = 4'b0000,		 
	ST_FETCH1 = 4'b0001,		 
	ST_DECODE = 4'b0010,		 
	ST_LWSW = 4'b0011,		 
	ST_LW = 4'b0100,			 
	ST_LW1 = 4'b0101,			 
	ST_LW2 = 4'b0110,			 
	ST_SW = 4'b0111,			 
	ST_SW1 = 4'b1000,			 
	ST_RTYPE = 4'b1001,		 
	ST_ULAREGWRITE = 4'b1010,	 
	ST_BRANCH = 4'b1011,		 
	ST_JAL = 4'b1100,			 
	ST_ADDI = 4'b1101,		 
	ST_JALR = 4'b1110,		 
	ST_LUI = 4'b1111;			 
module ImmGen (
    input  		  [31:0] iInstrucao,
    output logic [31:0] oImm
);
always @ (*)
    case (iInstrucao[6:0])
        OPC_LOAD,
        OPC_OPIMM, 
        OPC_JALR:
            oImm <= {{20{iInstrucao[31]}}, iInstrucao[31:20]};
        OPC_STORE:
            oImm <= {{20{iInstrucao[31]}}, iInstrucao[31:25], iInstrucao[11:7]};
        OPC_BRANCH:
            oImm <= {{20{iInstrucao[31]}}, iInstrucao[7], iInstrucao[30:25], iInstrucao[11:8], 1'b0};
        OPC_JAL:
            oImm <= {{12{iInstrucao[31]}}, iInstrucao[19:12], iInstrucao[20], iInstrucao[30:21], 1'b0};
		  OPC_LUI:
				oImm <= {iInstrucao[31:12], 12'b0};   
        default:
            oImm <= ZERO;
    endcase
endmodule
--- design/flow/run.sh ---
#!/bin/bash
# OpenROAD 26Q1-2900-gdf79404cd8, Yosys 0.63+post, stock flow scripts
make -C /OpenROAD-flow-scripts/flow DESIGN_CONFIG=/design/flow/config.mk WORK_HOME=/design/flow/orfs finish
==> results.txt <==
run metrics: result of the run finished, final reports clean, die height 80 µm, largest net degree at the start of global routing 16, Ys Warns 1, CP arrival 2100 ps, cell taking the most area after synthesis o21ai_2, via count of the routed design 956, Seq share, synth 0, Final Slew Violations 0, Post-Layout Cell Count 205, unrepaired setup endpoints after global routing false, Rows 21, DIE AREA 6400 µm², Setup Viol. Count Final 0, ANT cells 0, Top cells excl fill/tap 52 x clkdlybuf4s50_1, 15 x buf_4, 11 x nand3_1, Routed Wire Length 3060 µm, DP Wirelength 2490 µm, fin area 1470 µm², Hold Fails Final Rpt 0, clkbuf count 0, die width 80 µm, TNS Setup 0 ps, Placed Cells 201, Final GP Congestion 0.889, fin crit period 2640 ps, Total Routing Usage GR 0.0905, first-pass GRT wire length 4880 µm, met2 wire length 1250 µm, Worst IR Drop VDD 0.0350 mV, tool warning count 32, Critical Path Fanout Max 5, total area of sequential cells 0 µm², post-route core utilization 0.431, vias in the first global route 1013, Crit. End Element output port, DP Area 1420 µm², core area 3420 µm², Port Buf Inserts 64, Max-Cap Viols 0, # hold bufs at CTS 0, Max Fclk 379 MHz, floorplan core density 0.189, grt total ovfl 0, initial antenna violation count 0, Tcrit/Tclk final 0.978, Crit Path Class in2out, P_leak 0.676 nW, DRC 0, Highest Signal Layer met3, yosys cell count 85, Hold Crit Depth 4, gate count of the mapped netlist 85, Unique cell types 36, Iteration-0 DRC Markers 31, top cell type's share of synthesized area 0.136, yosys stat area 644 µm², Mapped Avg Cell Area 7.58 µm², Commonest Layout Cell clkdlybuf4s50_1, share of cells above drive strength 1 0.270, flop count 0, Detailed Routing Iterations Pass 1 4, post-DR wirelength/cell 14.9 µm, Routed met1 length 1440 µm, Critical Path RT 2160 ps, P per Cell Area 93.2 nW/µm², HP Class in2out, WHS 1750 ps, synthesized area 644 µm², met3 WL post-DR 362 µm, boundary pin count 64, Via density 4.66, worst rel slew slack 0.789, Routed Antenna Nets 0, Cell area leaders o21ai_2 14%, a21o_1 9.3%, nand3_1 8.5%, Worst-Margin Slew 317 ps, critical path startpoint category input pin, Synth-to-Final Area Change 128%
[cell usage after synthesis]
master,count
a21o_1,8
a21oi_4,1
a22o_1,4
a31oi_1,1
a32o_1,1
a32o_2,1
a32oi_4,1
and2_1,1
and3_1,1
and3b_1,1
and4b_1,2
and4b_4,1
and4bb_2,1
buf_2,3
buf_4,1
buf_6,2
clkbuf_1,3
inv_1,1
nand2_1,3
nand2b_1,3
nand3_1,11
nand3b_1,1
nand4_1,3
nand4b_1,2
nor2_1,1
nor2b_1,7
nor3b_1,1
nor4_4,1
o21ai_0,2
o21ai_1,1
o21ai_2,10
o21ba_2,1
o22ai_1,1
o31ai_1,1
o32a_1,1
or3b_1,1
[logic make-up (layout without fill, tap and decap cells)]
kind of cell	after synthesis	after routing	share of synthesized area
AND/OR/NAND/NOR	41	41	0.437
buffers and inverters	10	84	0.0932
AND-OR/OR-AND	34	34	0.470
[worst max-delay path, stage by stage]
cell and delay (ps):
dlygate4sd2_1 280, and4b_4 230, buf_4 140, a32o_2 260, a22o_1 230, clkdlybuf4s50_1 410
[cell type report]
cell class / count / area, µm²
Inverter: 1 / 3.75
Timing Repair Buffer: 83 / 820
Fill cell: 342 / 1940
Multi-Input combinational cell: 75 / 591
Tap cell: 46 / 57.6
[what timing repair did]
item	CTS	global route
pin swaps	2	4
resized	11	16
gates cloned	0	1
endpoints found under the setup margin	32	28
setup buffers	0	3
[through the flow]
step	power, mW	setup slack, ps
after floorplan	0.0456	770
after global routing	0.150	14.1
after global placement	0.137	-249
after detailed placement	0.137	-285
final	0.137	60.7
after CTS	0.135	12.3
[power by group]
part / leakage [nW] / internal [mW] / switching [mW]
Clock: 0 / 0 / 0
Combinational: 0.676 / 0.0865 / 0.0506
Sequential: 0 / 0 / 0
Total: 0.676 / 0.0865 / 0.0506
[path summary, 6_finish.rpt]
path | from | to
worst max-delay path | iInstrucao[1] | oImm[2]
worst min-delay path | iInstrucao[29] | oImm[29]
[per-layer routing]
layer / vias to the layer above / track usage
met1: 428 / 0.119
li1: 482 / -
met4: 0 / 0
met3: 0 / 0.0409
met2: 46 / 0.140
met5: - / 0
Power is estimated from default activity; no workload was simulated.
